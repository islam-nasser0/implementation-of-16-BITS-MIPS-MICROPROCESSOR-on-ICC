### ./design.v
module counter(count,enable,clk,rst_n);  
  input enable,clk,rst_n;  
  output reg[3:0] count;  
  always @(posedge clk or negedge rst_n)  
  begin  
   if(~rst_n) count <= 4'b0000;  
   else if(enable)  
    count <= count + 4'b0001;  
  end   
 endmodule
### ./constraint.sdc
current_design counter

set clk_period 1.0
set clk_io_pct 0.2

create_clock -name clk0 -period $clk_period [get_ports {clk}]

set non_clock_inputs [all_inputs -no_clocks]
set_input_delay [expr $clk_period * $clk_io_pct] -clock clk0 $non_clock_inputs
set_output_delay [expr $clk_period * $clk_io_pct] -clock clk0 [all_outputs]
### ./run.sh
#!/bin/bash
# OpenROAD 26Q1-2900-gdf79404cd8, Yosys 0.63+post, stock flow scripts
make -C /OpenROAD-flow-scripts/flow DESIGN_CONFIG=/design/flow/config.mk WORK_HOME=/design/flow/orfs finish
### ./config.mk
export PLATFORM = sky130hd
export DESIGN_NAME = counter
export DESIGN_NICKNAME = counter
export VERILOG_FILES = /design/flow/design.v
export SDC_FILE = /design/flow/constraint.sdc
export NUM_CORES = 4
export LEC_CHECK = 1
export CORE_AREA = 10 10 70 70
export DIE_AREA = 0 0 80 80
==> summary.txt <==
yosys + openroad results -> status finished, violations left, failing checks negative setup slack, Cell Rows 21, Area Growth Syn to Fin 130%, Worst Path Buf+Inv 1, Tightest Pin Transition 177 ps, Seq cells post-synth 4, dominant kind of combinational cell XOR/XNOR gates, Residual DRC 0, Avg Inst Size Synth 14.6 um2, Diodes inserted 0, pwr/cell area 2970 mW/mm2, Final Max-Slew Violation Tally 0, Mapped Area 160 um2, Pleak 0.154 nW, routability cong. approximately 0.64, drt wl/cell 7.54 um, gr usage total roughly 2%, slowest CP cell dfrtp_1, Hold-fix buffers, CTS 0, RSZ-0062 raised after global routing yes, vias between 150 and 200, ys cells 11, chip area 0.00640 mm2, hold slack between 150 and 200 ps, Tightest Hold Check Type primary input to asynchronous set/reset pin, Adder Area Share 7.81%, CP Cell Sequence buf_6, ha_4, mux2_4, clock network power share 18.8%, f_max 914 MHz, aoi share 0%, Crit Path Class flip-flop to flip-flop, FP Core Util 4.69%, CTS tree built, maximum level of the CTS H-tree 1, sw frac 29.3%, yosys simple share ~6.3%, Mux area share ~7%, final worst-path cycle share 109%, maximum VDD drop 1.10 mV, Die Wd approximately 80 um, Synthesis Warnings 1, layout cell share with drive strength beyond 1 57.1%, Crit path largest cell delay 380 ps, clk sinks 4, die boundary height 80 um, CP arrival around 1200 ps, dominant logic cell type in the layout buf_4, post-route worst setup slack -93.6 ps, Synth Area in XOR/XNOR ~16%, First DRT Iteration DRCs 0, max FFs per register 4, Psw 0.000321 W, core footprint roughly 0.0034 mm2, most instantiated logic cells after routing 6 x buf_4, 4 x dfrtp_1, 3 x clkbuf_4, 3 x buf_2, clock-pin slew on the worst setup and hold paths 40 ps, Ports 7, WP data required around 1100 ps, fin crit period 1090 ps, sequential share of power 27.5%, max_cap viols 0, Worst Path Max Fanout 2, combinational share of power a little over half, Gate Count Post-Synth 11, Final Power between 0.001 and 0.0015 W, GRT Residual Overflow 0, Final Skew 1.63 ps, Synth Seq Share 62.5%, largest net degree at the start of global routing 5, yosys synthesis chip area 160 um2, Num CTS Buffers 3, count of final setup violators 2, Late-Pin Clk Latency 240 ps, first-pass detailed-route iteration total 1, Yosys cell types 7, initial antenna violation count 0, vias per cell 2.05, Most flops, register count, tool warning count 28, Port Buf Inserts 6, Detail Route Antenna Nets 0, CTS root buf clkbuf_4, CP endpoint kind flip-flop, Slew headroom 88.2%, Crit path max-delay family flip-flops, crit start category flip-flop, first-pass GRT wire length 917 um, Fillers 403, vias in the first global route 193, Cell Int Power 0.000772 W, Detailed Route WL approximately 560 um, CTS max path bufs 2, biggest regs count x4, Hold Violations, Final 0
cell type report:
type / instances / area [um2] / share of cell area, %
Timing Repair Buffer: 14 / 111 / 30.3
Sequential cell: 4 / 100 / 27.2
Multi-Input combinational cell: 7 / 76.3 / 20.7
Tap cell: 46 / 57.6 / 15.6
Clock buffer: 3 / 22.5 / 6.12
logic make-up (layout without fill, tap and decap cells):
kind of cell | after synthesis | after routing
xor gates and xnor gates | 3 | 3
adders and majority gates | 1 | 1
buffers and inverters | 0 | 17
DFF | 4 | 4
muxes | 1 | 1
and+or+nand+nor | 2 | 2
worst register-to-register path, delay by kind of cell (launching register included):
| family | cells | cell delay (ps) |
|---|---|---|
| adder cells (fa/ha/maj) | 1 | 220 |
| buffers and inverters | 1 | 130 |
| flip-flops | 1 | 380 |
| multiplexers | 1 | 250 |
per-stage QoR:
| stage | instance area (um2) | std cells | TNS, ps | setup slack [ps] | utilization (%) |
|---|---|---|---|---|---|
| 5_1_grt | 368 | 74 | -239 | -123 | 10.8 |
| 4_1_cts | 368 | 74 | -164 | -89.0 | 10.8 |
| 3_5_place_dp | 300 | 66 | -715 | -212 | 8.79 |
| 3_3_place_gp | 300 | 66 | -543 | -180 | 8.79 |
| 2_1_floorplan | 160 | 11 | -15.6 | -15.6 | - |
| 6_report | 368 | 74 | -164 | -93.6 | 10.8 |
power by group through the flow:
stage / clock network [W] / logic, W / registers, W
4_1_cts: 0.000211 / 0.000576 / 0.000300
5_1_grt: 0.000235 / 0.000657 / 0.000312
6_report: 0.000206 / 0.000587 / 0.000300
path summary, 6_finish.rpt:
check,from,to,slack [ps],depth (start not counted)
min,rst_n,count[3],160,1
max,count[0],count[1],-90,3
max in group asynchronous,rst_n,count[1],680,1
min reg2reg,count[2],count[2],570,2
max reg2reg,count[0],count[1],-90,3
min in group clk0,count[2],count[2],570,2
cells in the mapped netlist, drive strengths merged:
master / count / area [um2]
dfrtp: 4 / 100
xnor2: 2 / 17.5
ha: 1 / 12.5
mux2: 1 / 11.3
nand2: 1 / 3.75
nand4: 1 / 6.26
xor2: 1 / 8.76
routing by layer:
| metal | global-route usage, % | routed length, um | vias up |
|---|---|---|---|
| li1 | - | - | 73 |
| met1 | 2.74 | 309 | 67 |
| met2 | 2.17 | 174 | 10 |
| met3 | 1.82 | 63 | 2 |
| met4 | 0.528 | 11 | 0 |
| met5 | 0 | 0 | - |
what timing repair did:
item                                    4_1_cts  5_1_grt
resized                                      15        0
pin swaps                                     1        0
hold endpoints to repair                      0        0
setup buffers                                 5        0
endpoints found under the setup margin        5        2
gates cloned                                  0        0
Power is estimated from default activity; no workload was simulated.
